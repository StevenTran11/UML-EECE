**flow/config.mk**
```make
export PLATFORM = sky130hd
export DESIGN_NAME = FSM
export DESIGN_NICKNAME = FSM
export VERILOG_FILES = /design/flow/design.v
export SDC_FILE = /design/flow/constraint.sdc
export NUM_CORES = 4
export LEC_CHECK = 1
export CORE_AREA = 10 10 70 70
export DIE_AREA = 0 0 80 80
```
**flow/constraint.sdc**
```tcl
current_design FSM

set clk_period 1.6
set clk_io_pct 0.2

create_clock -name clk0 -period $clk_period [get_ports {clk}]

set non_clock_inputs [all_inputs -no_clocks]
set_input_delay [expr $clk_period * $clk_io_pct] -clock clk0 $non_clock_inputs
set_output_delay [expr $clk_period * $clk_io_pct] -clock clk0 [all_outputs]
```
**flow/design.v**
```verilog
module FSM (
    input wire clk,
    input wire reset,
    input wire in,
    output reg [1:0] out
);
    localparam [1:0] 
        state0 = 2'b00,
        state1 = 2'b01,
        state2 = 2'b10,
        state3 = 2'b11;
    reg [1:0] current_state, next_state;
    always @(posedge clk or posedge reset) begin
        if (reset)
            current_state <= state0;
        else
            current_state <= next_state;
    end
    always @(*) begin
        case (current_state)
            state0: begin
                out = state0;
                if (in)
                    next_state = state1;
                else
                    next_state = state0;
            end
            state1: begin
                out = state1;
                if (in)
                    next_state = state2;
                else
                    next_state = state1;
            end
            state2: begin
                out = state2;
                if (in)
                    next_state = state3;
                else
                    next_state = state2;
            end
            state3: begin
                out = state3;
                if (in)
                    next_state = state0;
                else
                    next_state = state3;
            end
            default: begin
                out = state0;
                next_state = state0;
            end
        endcase
    end
endmodule
```
**flow/run.sh**
```bash
#!/bin/bash
# OpenROAD 26Q1-2900-gdf79404cd8, Yosys 0.63+post, stock flow scripts
make -C /OpenROAD-flow-scripts/flow DESIGN_CONFIG=/design/flow/config.mk WORK_HOME=/design/flow/orfs finish
```
==> results.py <==
# Flow results
metrics = {
    "finish": {
        "lay_top_count": "mux2_2",
        "stdcell_count": 67,
        "drive_gt1_frac": 0.571,
        "post-route-util": 0.0875,
        "stdcell_area_sq_um": 299,
        "mostFrequentLayoutCells": "4 x mux2_2, 3 x dfrtp_1, 3 x clkbuf_4",
        "area_delta_synth_final_pct": 83.8,
    },
    "sta": {
        "worst_pin_slew_ns": 0.189,
        "grt_setup_unrepaired": "false",
        "setup_violations": 0,
        "worst_clock_skew_ns": 0.00543,
        "slew_headroom": 0.874,
        "period_used_share": 0.910,
        "fmax_mhz": 687,
        "drv_slew": 0,
        "finalSetupTns_ns": 0,
        "final-hold-violation-count": 0,
        "fin_crit_ns": 1.46,
    },
    "cts": {
        "cts_tree": "built",
        "htreeDepth": 1,
        "clk_pin_slew_worst_paths_ns": 0.04,
        "cts_sinks": 4,
        "clock-root-buffer": "clkbuf_4",
        "cts_buffers": 3,
        "clockBufferDepth": 2,
        "worstSkewPairLatency_ns": 0.24,
    },
    "place": {
        "place_area_sq_um": 260,
        "dp_cells": 61,
        "portBuffers": 4,
        "place.gp.congestion": 0.603,
    },
    "pwr": {
        "cellLeakagePower_uw": 0.000143,
        "powerDensity_mw_per_mm2": 828,
        "finalPower_uw": 248,
        "peakVddDrop_v": 0.0000872,
    },
    "worst_setup_path": {
        "worstPathRequired_ns": 1.28,
        "reg2reg_depth": 2,
        "critPathMaxFanout": 2,
        "critPathLaunchType": "flop",
        "cp-end-kind": "output pin",
        "setup.worst_path.end": "out[0]",
        "criticalPathCategory": "flop to output pin",
        "r2r_slack_ns": 0.72,
        "cp.arrival_ns": 1.14,
    },
    "die": {
        "io_pins": 5,
        "die_w_um": 80,
        "chip_area_sq_mm": 0.00640,
        "core_sq_mm": 0.00342,
        "fp_util": 0.0476,
        "die_height_um": 80,
        "placementRows": 21,
    },
    "logic_synthesis": {
        "yosys.area.top_type": "dfrtp_1",
        "ys_types": 5,
        "synth.avg_cell_area_sq_um": 14.8,
        "netlist_instances": 11,
        "syn_area_sq_um": 163,
        "top_cells_by_area": "dfrtp_1 46%, mux2_2 28%, dfstp_2 16%",
        "yosys_warnings": 1,
        "netlist.area_leader.share": 0.462,
        "ys_chip_area_sq_um": 163,
        "synth_seq_share": 0.623,
        "ys_cells": 11,
        "ys_seq_elements": 4,
    },
    "drt": {
        "antenna_left": 0,
        "routed-wl-met2_um": 136,
        "drc": 0,
        "dr_wl_met3_um": 70,
        "highest_layer": "met3",
        "initialDrtViolationCount": 16,
        "wl_um": 354,
        "avgRoutedWirePerCell_um": 5.28,
        "vias": 121,
        "antenna_cells": 0,
        "wl_met1_um": 147,
        "via_per_inst": 1.81,
        "drtPass1Iterations": 2,
    },
    "grt": {
        "grt_pass1_vias": 134,
        "antenna_found_initial": 0,
        "overflow": 0,
        "grt_start_max_net_pins": 5,
        "grt_pass1_wl_um": 614,
        "grtUsageTotal": 0.0137,
    },
    "run": {
        "warnings": 25,
        "maxCapViolations": 0,
    },
    "status": {
        "status": "complete, no violations",
    },
    "hold_path": {
        "holdCritPathClass": "primary input to asynchronous set/reset pin",
    },
}
## where the power goes
group	total (uW)	internal (uW)	leakage [uW]	switching, uW
clock	136	93.7	0.0000150	42.5
combinational	9.77	5.83	0.0000755	3.94
sequential	102	102	0.0000522	0
## per-stage QoR
step	setup slack [ns]	hold slack, ns
3_5_place_dp	0.188	0.512
4_1_cts	0.0354	0.265
2_1_floorplan	0.654	0.0854
3_3_place_gp	0.198	0.504
5_1_grt	0.0620	0.260
6_report	0.145	0.267
## per-layer routing
layer | GRT usage | vias to the layer above
met5 | 0 | -
met4 | 0.00528 | 0
met3 | 0.0216 | 0
met2 | 0.0136 | 4
met1 | 0.0133 | 59
li1 | - | 58
## critical path: stages (launching register included)
cell and delay [ns]:
dfrtp_1 0.37, or2_2 0.29, dlygate4sd2_1 0.24
## cell families (layout without fill, tap and decap cells)
family,after synthesis,count (layout),synth area share
multiplexers,4,4,0.277
flip-flops,4,4,0.623
AND/OR/NAND/NOR,2,2,0.0769
buffers and inverters,1,11,0.0231
## cells in the mapped netlist
library cell / count
dfrtp_1: 3
dfstp_2: 1
inv_1: 1
mux2_2: 4
or2_2: 2
## worst min-delay path by stage
stage / from / to / slack, ns / cells after the start
final: reset / asynchronous set/reset pin / 0.27 / 2
after global routing: reset / asynchronous set/reset pin / 0.26 / 2
after CTS: reset / asynchronous set/reset pin / 0.27 / 2
## what timing repair did
item,4_1_cts,5_1_grt
resized,2,0
pin swaps,0,0
hold buffers,0,0
endpoints found under the setup margin,2,1
setup buffers,3,0
hold endpoints to repair,0,0
## cell type report
type                            instances  area, sq um
Timing Repair Buffer                    6         52.6
Fill cell                             409         3120
Tap cell                               46         57.6
Clock buffer                            4         26.3
Multi-Input combinational cell          6         57.6
Sequential cell                         4          101
Inverter                                1         3.75
Power figures rest on the tool's default switching activity, not on a simulated workload.
